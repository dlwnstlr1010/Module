==> ./design.v <==
module Mealy_fsm_sequence_detector2 #(  
    parameter A = 0, B = 1, C = 2, D = 3
)(
    input clk, reset, data,
    output start_shifting);
    reg [1:0] state, next_state;
    always @(posedge clk) begin
        if (reset) begin
            state <= A;
        end
        else begin
            state <= next_state;
        end
    end
    always @(state or data) begin
        case (state)
                A : next_state = data ? B : A;
                B : next_state = data ? C : B;
                C : next_state = data ? C : D;
                D : next_state = data ? B : A;
                default: next_state = A;
        endcase
    end
    always @(state or data) begin
        case (state)
                A : start_shifting = data ? 0 : 0;
                B : start_shifting = data ? 0 : 0;
                C : start_shifting = data ? 0 : 0;
                D : start_shifting = data ? 1 : 0;
        endcase
    end
endmodule
==> ./run.sh <==
#!/bin/bash
# OpenROAD 26Q1-2900-gdf79404cd8, Yosys 0.63+post, stock flow scripts
make -C /OpenROAD-flow-scripts/flow DESIGN_CONFIG=/design/flow/config.mk WORK_HOME=/design/flow/orfs finish
==> ./config.mk <==
export PLATFORM = sky130hd
export DESIGN_NAME = Mealy_fsm_sequence_detector2
export DESIGN_NICKNAME = Mealy_fsm_sequence_detector2
export VERILOG_FILES = /design/flow/design.v
export SDC_FILE = /design/flow/constraint.sdc
export NUM_CORES = 4
export LEC_CHECK = 1
export CORE_AREA = 10 10 70 70
export DIE_AREA = 0 0 80 80
==> ./constraint.sdc <==
current_design Mealy_fsm_sequence_detector2

set clk_period 1.0
set clk_io_pct 0.2

create_clock -name clk0 -period $clk_period [get_ports {clk}]

set non_clock_inputs [all_inputs -no_clocks]
set_input_delay [expr $clk_period * $clk_io_pct] -clock clk0 $non_clock_inputs
set_output_delay [expr $clk_period * $clk_io_pct] -clock clk0 [all_outputs]
==> Table 3: Implementation characteristics <==
Table: implementation figures

Parameter                              Value

Pwr
  Static leakage .................. 0.09186 nW
  Maximum ir drop on the vdd rail .................. 222.5 uV
  Total power density per cell area .................. 1505 nW/um^2

Worst setup path
  Slowest Stage Delay on Critical Path .................. 310 ps
  Kind of capture point of the worst setup path .................. output port
  Top fanout value on the critical path .................. 2
  Minimum setup slack among reg-to-reg paths .................. 240 ps
  Required time reported for the critical path endpoint .................. 800 ps
  Crit path launch type .................. flip-flop
  CP cell instances .................. and2_4, buf_6
  Critical path's slowest cell .................. dfxtp_2
  Setup CP Type .................. reg -> out
  Critical Path AT .................. 760 ps

Route
  Via count .................. 112
  Iteration-0 DRC count of the detailed router .................. 8
  Residual antenna-violating net count after detailed routing .................. 0
  Total iterations of the first detailed-routing run .................. 3
  Antenna cells .................. 0
  Mean routed wirelength per cell .................. 4.561 um
  Via-per-instance ratio .................. 1.697
  Sum of routed wire length over all layers .................. 301 um
  Number of remaining DRC errors .................. 0

Die
  Chip area .................. 6400 um^2
  Overall die height .................. 80 um
  Die Width .................. 80 um
  Site row count .................. 21
  Placeable core area .................. 3416 um^2
  Ports .................. 4
  Core utilization at floorplan .................. 3.919%

Synth
  Simple-Gate Area Share .................. 28.97%
  Flops after synth .................. 4
  Fraction of synthesized cell area taken by the top area cell type .................. 59.81%
  Yosys cell count .................. 12
  Synthesized-area fraction occupied by xor and xnor cells .................. 0%
  Syn. warnings .................. 5
  Post-synthesis cell count .................. 12
  Mean cell area of the mapped netlist .................. 11.16 um^2
  Biggest combinational cell group after synthesis .................. simple AND/OR/NAND/NOR gates
  FA/HA/MAJ Cells, Area Fraction .................. 0%
  Mux contribution to synthesized area .................. 0%
  Post-synthesis chip area from yosys .................. 133.9 um^2
  Complex-gate fraction of the synthesized area .................. 11.21%
  Post-Syn Area .................. 133.9 um^2
  Number of different library cells in the post-synthesis netlist .................. 7
  Share of the yosys chip area belonging to registers .................. 59.81%
  Cell accounting for the most synthesized area .................. dfxtp_1
  Dominant cells by area after synthesis .................. dfxtp_1, nor3b_2, nor2_1

Cells and area
  FF/Latch Area .................. 81.33 um^2
  Largest register by flop count .................. state
  Top flop regs .................. state: 4 flops
  Fraction of layout instances using a drive strength above 1 .................. 45.00%
  Flip-flop count of the largest register, all copies and words added .................. 4
  Design area .................. 261.5 um^2
  Total area of multi-input combinational cells .................. 55.05 um^2
  Layout-stage area growth over the synthesis result .................. 95.33%
  Commonest cells after routing, fill and taps aside .................. nor2_1, clkbuf_4, dfxtp_1
  Final core utilization .................. 7.656%
  Count of fill cells added during filler insertion .................. 413

Timing
  Period minus WS final .................. 959.9 ps
  Count of final max-slew check failures .................. 0
  Tcrit/Tclk final .................. 95.99%
  Maximum achievable frequency .................. 1042 MHz
  Unrepaired setup endpoints after global routing .................. false
  Setup WS post-layout .................. 40.14 ps
  Slew headroom .................. 88.72%
  Final-report setup violation count .................. 0
  Worst-margin pin slew .................. 168.2 ps
  Sum of negative setup slack .................. 0 ps
  Clock skew after layout .................. 1.650 ps
  Final number of hold-violating endpoints .................. 0

CTS
  Count of H-tree levels built during CTS .................. 1
  CTS tree .................. done
  Clock slew at reported path FFs .................. 40 ps
  Clock buffers created by TritonCTS .................. 3
  Late-Pin Clk Latency .................. 230 ps
  Worst-case clock buffer depth .................. 2
  Num Clock Sinks .................. 4
  Buffer type at the clock tree root .................. clkbuf_4

Hold path
  Worst min path class .................. in -> reg

GRT
  Pin count of the biggest net entering global routing .................. 6
  Grt total ovfl .................. 0
  Via count of the first global-routing pass .................. 119
  Number of antenna violations at the first check in global routing .................. 0
  Combined global-route utilization of all metal layers .................. 1.228%
  First-pass GRT wire length .................. 524 um

Placed design
  # port buffers .................. 3
  Placed inst area .................. 229.0 um^2
  Placer Congestion .................. 0.5534
  Worst Setup Slack post-DPL .................. -478.2 ps

Job
  Tool warnings .................. 25
  Count of maximum capacitance violations .................. 0

Status
  Outcome .................. finished clean
-- timing repair --
item | 4_1_cts | 5_1_grt
setup endpoints to repair | 1 | 1
pin swaps | 0 | 1
setup buffers | 1 | 0
hold buffers | 0 | 0
resized | 6 | 1
-- cell families after synthesis --
kind of cell | after synthesis
AOI/OAI and AO/OA | 2
DFF | 4
and+or+nand+nor | 6
-- synth_stat cells, drive strengths merged --
master	instances
a211oi	1
and2	1
dfxtp	4
nor2	3
nor3b	2
o21bai	1
-- metrics by stage --
step	power (mW)	hold slack, ps	std cells
finish	0.3936	405.5	66
global route	0.4314	418.0	66
CTS	0.4053	405.0	66
detailed placement	0.2032	472.9	62
global placement	0.2015	458.9	62
floorplan	0.1856	269.5	12
-- final timing paths --
| path | endpoint | cells past startpoint | from |
|---|---|---|---|
| hold / removal | state[3] | 3 | data |
| setup reg to reg | state[2] | 3 | state[3] |
| hold reg to reg | state[3] | 1 | state[1] |
| setup / recovery | start_shifting | 2 | state[3] |
-- critical path, delay by kind of cell (launching register included) --
kind,cells,cell delay (ps)
flip-flops,1,310
AND/OR/NAND/NOR,1,130
buffers and inverters,1,100
-- report_power, final --
group	internal, mW	switching, mW
clock network	0.134	0.0592
registers	0.169	0.00304
logic	0.0166	0.0118
-- routing by layer --
layer / routed length, um / GRT usage (%) / vias to the layer above
li1: - / - / 57
met1: 120 / 1.065 / 49
met2: 80 / 0.9631 / 6
met3: 99 / 2.614 / 0
met4: 0 / 0.3521 / 0
met5: 0 / 0 / -
-- area by class of cell --
type                    count  area share (%)
flip-flops and latches      4           31.10
well taps                  46           22.01
multi-input cells           8           21.05
repair buffers              5           17.22
clock buffers               3           8.612
Power is estimated from default activity; no workload was simulated.
