**./design.v**
```verilog
module big_mux_1bit (
    input [255:0] in,  
    input [7:0] sel,
    output out);
    assign out = in[sel];
endmodule
module big_1_mux_4bit (
    input [1023:0] in,  
    input [7:0] sel,
    output [3:0] out);
    assign out = in[sel*4+:4];  
endmodule
```
**./run.sh**
```bash
#!/bin/bash
# OpenROAD 26Q1-2900-gdf79404cd8, Yosys 0.63+post, stock flow scripts
make -C /OpenROAD-flow-scripts/flow DESIGN_CONFIG=/design/flow/config.mk WORK_HOME=/design/flow/orfs finish
```
**./config.mk**
```make
export PLATFORM = sky130hd
export DESIGN_NAME = big_1_mux_4bit
export DESIGN_NICKNAME = big_1_mux_4bit
export VERILOG_FILES = /design/flow/design.v
export SDC_FILE = /design/flow/constraint.sdc
export NUM_CORES = 4
export LEC_CHECK = 1
export CORE_AREA = 10 10 399 399
export DIE_AREA = 0 0 409 409
```
**./constraint.sdc**
```tcl
current_design big_1_mux_4bit

set clk_period 7.5
set clk_io_pct 0.2

create_clock -name clk0 -period $clk_period

set non_clock_inputs [all_inputs -no_clocks]
set_input_delay [expr $clk_period * $clk_io_pct] -clock clk0 $non_clock_inputs
set_output_delay [expr $clk_period * $clk_io_pct] -clock clk0 [all_outputs]
```
==> flow_summary.toml <==
# physical design summary
[outcome]
outcome = "finished, final reports clean"

[clock_network]
cts.repair.resized = 0
post-cts-setup-buffer-count = 0
cts.hold.buffers_added = 0

[die]
fp_util_pct = 5.74
die_h_um = 409
pin_count = 1036
core-area_um2 = 150000
die.size.x_um = 409
rows = 142
fp.dieArea_um2 = 167000

[pwr]
total_leakage_power_nw = 7.00
power.density_nw_per_um2 = 59.4
p_total_mw = 1.27
ir_worst_vdd_mv = 0.0259

[placement]
placed_area_um2 = 21400
place.port_buffers = 1036
place_congestion = 1.02
dp_hpwl_mm = 105

[sta]
setup_total_negative_slack_ns = 0
min_period_over_period_pct = 91.6
finalMaxSlewViolations = 0
slew_headroom_pct = 31.8
tightest_pin_transition_ns = 0.998
rsz0062_at_grt = "no"
timing.fmax_mhz = 146
finalHoldViolCount = 0
final.min_clock_period_ns = 6.87
report.final.setup_viol = 0

[cells_and_area]
post-route-cell-area_um2 = 21400
area.combinational_um2 = 7950
syn2layout_area_growth_pct = 148
layout.core_utilization_pct = 14.2
final.clkbuf_count = 0
ff_latch_area_um2 = 0
drive_above_1_share_pct = 15.9
seq_cell_count = 0
layout.filler_cells = 16900

[worst_hold_path]
hold_path_end = "out[0]"
hp-start = "sel[3]"
hold_depth = 6
min-delay-path-class = "in2out"

[synth]
yosys_area_um2 = 8610
synth.yosys.seq_area_share_pct = 0
synth.most_common_cell = "sky130_fd_sc_hd__mux4_2"
ys.warnings.count = 0
top_cells_by_area = "sky130_fd_sc_hd__mux4_2 (48%), sky130_fd_sc_hd__mux2i_1 (16%), sky130_fd_sc_hd__a22oi_1 (4.0%)"
biggest_area_consumer_among_synthesized_cells = "sky130_fd_sc_hd__mux4_2"
yosys-stat-cells = 794
synth_cells = 794
mappedNetlistArea_um2 = 8610
synth.cells.most_frequent = "sky130_fd_sc_hd__mux4_2 (185), sky130_fd_sc_hd__mux2i_1 (139), sky130_fd_sc_hd__a22oi_1 (46), sky130_fd_sc_hd__a21oi_1 (40)"
post-synth-top-area-fraction_pct = 48.4
synth.distinct_cells = 49
syn_area_per_cell_um2 = 10.8

[global_route]
first_pass_grt_wire_length_mm = 145
largest_net_degree_at_the_start_of_global_routing = 91
overflow = 0
track_usage_pct = 13.2
grt_pass1_vias = 14000
antenna_found_initial = 32

[setup_path]
worstSetupEndpointType = "primary output"
timing.critical_path.required_ns = 6.00
worstSetupStartpointType = "input port"
critical_path.max_fanout = 63
critical-path-max-stage-delay_ns = 0.62
worstPathCellList = "buf_8 -> buf_12 -> nand2_2 -> buf_4 -> o221ai_1 -> a21oi_1 -> nor3_1 -> nor4_1 -> buf_4 -> o211ai_1 -> buf_12"
buffers_plus_inverters_on_the_worst_setup_path = 5
crit_slowest_cell = "sky130_fd_sc_hd__nor3_1"
critical-path-top-delay-family = "buffers and inverters"
critical_path_arrival_ns = 5.37
setup.worst_path.class = "in2out"

[job]
warnings = 32
max_cap_violations = 0

[drt]
num_vias = 12700
postRouteAntennaNets = 0
number_of_remaining_drc_errors = 0
drt-vias-per-instance = 3.33
totalWireLength_mm = 115
drt_pass1_iterations = 5
dr.first_iter.drc_count = 762
wl_per_cell_um = 30.3
## kinds of logic after synthesis
kind of cell           count (synthesis)  share of synthesized area, %
multiplexers                         333                          65.8
AND-OR/OR-AND                        224                          18.2
AND/OR/NAND/NOR                      131                          8.09
buffers and inverters                106                          7.99
## how the worst max path moves through the flow
stage	start	endpoint	slack, ns	depth (start not counted)
CTS	sel[1]	out[1]	0.31	9
global route	sel[1]	out[1]	0.41	9
finish	sel[1]	out[3]	0.63	11
## final cells by class
cell class / count / share of cell area (%)
inverters: 2 / 0.0468
well taps: 2016 / 11.8
multi-input cells: 688 / 37.2
diodes: 6 / 0.0702
repair buffers: 1095 / 50.9
## per-stage QoR
step           worst slack [ns]  hold WS, ns  cells
2_1_floorplan              2.80         3.28    794
3_3_place_gp              0.328         4.31   3801
3_5_place_dp              0.308         4.29   3801
4_1_cts                   0.306         4.29   3801
5_1_grt                   0.412         4.33   3801
6_report                  0.630         4.23   3807
## routing by layer
metal | share of wire [%] | up-vias | wire length [µm] | GRT usage (%)
met4 | 1.4 | 12 | 1660 | 1.45
met1 | 41 | 6353 | 46900 | 17.0
met5 | 0.061 | - | 71 | 0
li1 | - | 5482 | - | -
met2 | 51 | 759 | 58800 | 23.4
met3 | 7.0 | 75 | 8050 | 2.93
## layout by cell type, fill, tap and decap left out, types with 4 or more instances in the layout
master / n
sky130_fd_sc_hd__a21oi_1: 40
sky130_fd_sc_hd__diode_2: 6
sky130_fd_sc_hd__a211o_1: 4
sky130_fd_sc_hd__or3_1: 5
sky130_fd_sc_hd__o221ai_1: 21
sky130_fd_sc_hd__nand2_1: 19
sky130_fd_sc_hd__o41ai_1: 4
sky130_fd_sc_hd__buf_4: 56
sky130_fd_sc_hd__clkdlybuf4s50_1: 1027
sky130_fd_sc_hd__a22oi_1: 46
sky130_fd_sc_hd__mux4_2: 185
sky130_fd_sc_hd__nor3_1: 29
sky130_fd_sc_hd__mux2i_1: 139
sky130_fd_sc_hd__nand3_1: 6
sky130_fd_sc_hd__buf_12: 7
sky130_fd_sc_hd__o211ai_1: 4
sky130_fd_sc_hd__nor2_1: 17
sky130_fd_sc_hd__a31oi_1: 12
sky130_fd_sc_hd__mux2_2: 8
sky130_fd_sc_hd__a211oi_1: 23
sky130_fd_sc_hd__o21ai_0: 13
sky130_fd_sc_hd__and2_1: 9
sky130_fd_sc_hd__o22ai_1: 34
sky130_fd_sc_hd__nor3_2: 4
sky130_fd_sc_hd__a32o_1: 4
sky130_fd_sc_hd__nor4_1: 7
sky130_fd_sc_hd__nand2b_1: 10
sky130_fd_sc_hd__nor2b_1: 10
## power by group
group / total, mW / internal, mW / switching, mW
Combinational: 1.27 / 0.757 / 0.514
Sequential: 0 / 0 / 0
Clock: 0.0000000399 / 0.0000000398 / 0
Total: 1.27 / 0.757 / 0.514
## tightest hold or removal path: stages
cell and delay [ns]:
sky130_fd_sc_hd__buf_4 0.29, sky130_fd_sc_hd__nand4b_1 0.26, sky130_fd_sc_hd__a21oi_1 0.26, sky130_fd_sc_hd__nor3_2 0.13, sky130_fd_sc_hd__o211ai_2 0.12, sky130_fd_sc_hd__buf_12 0.12
Power and IR drop assume default switching activity.
