### flow/constraint.sdc
current_design rotator

set clk_period 16.0
set clk_io_pct 0.2

create_clock -name clk0 -period $clk_period [get_ports {clk}]

set non_clock_inputs [all_inputs -no_clocks]
set_input_delay [expr $clk_period * $clk_io_pct] -clock clk0 $non_clock_inputs
set_output_delay [expr $clk_period * $clk_io_pct] -clock clk0 [all_outputs]
### flow/config.mk
export PLATFORM = sky130hd
export DESIGN_NAME = rotator
export DESIGN_NICKNAME = rotator
export VERILOG_FILES = /design/flow/design.v
export SDC_FILE = /design/flow/constraint.sdc
export NUM_CORES = 4
export LEC_CHECK = 1
export CORE_UTILIZATION = 30
### flow/design.v
module four_bit_shift_register (
    input clk, areset, ena, load,
    input [3:0] data,
    output reg [3:0] q);
    always @(posedge clk or posedge areset) begin
        if (areset) begin
            q <= 0;
        end
        else if(load) begin
            q <= data;
        end
        else if(ena) begin
            q <= {1'b0, q[3:1]};
        end
    end
endmodule
module rotator (
    input clk, load,
    input [1:0] ena,
    input [99:0] data,
    output reg [99:0] q);
    always @(posedge clk) begin
        if (load) begin
            q <= data;
        end
        else begin
            case (ena)
            2'b01 : q <= {q[0], q[99:1]}; 
            2'b10 : q <= {q[98:0], q[99]}; 
            default : q <= q;
            endcase
        end
    end 
endmodule
### flow/run.sh
#!/bin/bash
# OpenROAD 26Q1-2900-gdf79404cd8, Yosys 0.63+post, stock flow scripts
make -C /OpenROAD-flow-scripts/flow DESIGN_CONFIG=/design/flow/config.mk WORK_HOME=/design/flow/orfs finish
==> results.json <==
{
  "drtPass1Iterations": 4,
  "synth.cell_area_um2": 6120,
  "io_buffers": 203,
  "rows": 51,
  "clk_root_buffer_cell": "clkbuf_16",
  "fin_skew_ns": 0.00591,
  "ys_cells": 469,
  "overflow": 0,
  "drive_gt1_share_pct": 4.30,
  "synth_flops": 100,
  "synth-area-yosys_um2": 6120,
  "top_cells_by_area": "edfxtp_1, a221o_1, nor4bb_1",
  "cts.repair.resized": 0,
  "post-cts-setup-buffers": 0,
  "fp_util_pct": 31.0,
  "hold_class": "reg -> reg",
  "netlist_instances": 469,
  "clock-sinks": 100,
  "fillerInstances": 1734,
  "period_needed_ns": 5.86,
  "lay_top_cells": "clkdlybuf4s50_1, a221o_1, edfxtp_1",
  "lay_top_count": "clkdlybuf4s50_1",
  "yosysSeqAreaShare_pct": 49.1,
  "io-pin-count": 204,
  "status": "completed",
  "hold_start": "q[62]$_DFFE_PP_",
  "wl_mm": 16.8,
  "area_delta_synth_final_pct": 37.9,
  "die_area_um2": 21000,
  "crit_path_end_kind": "flip-flop",
  "hold_viol": 0,
  "ctsLongestPathBuffers": 2,
  "antenna_found_initial": 0,
  "grt_max_degree": 199,
  "largest_register_ffs": 100,
  "first_global_vias": 4531,
  "rsz0062_at_grt": "no",
  "arrival_ns": 5.85,
  "yosys_warnings": 1,
  "max_slew_margin_pct": 43.0,
  "clock.latency.late_pin_ns": 0.35,
  "coreArea_um2": 19700,
  "via_count": 4850,
  "irDropWorstVdd_v": 0.0000446,
  "path_clk_slew_ns": 0.07,
  "fin_util_pct": 42.8,
  "cts_max_level": 3,
  "die_w_um": 145,
  "numCtsBuffers": 9,
  "openroad.warnings": 29,
  "crit_fanout": 62,
  "synth.top_cell.area_share_pct": 49.1,
  "critPathLaunch": "ena[1]",
  "dpl.hpwl_mm": 10.5,
  "track_usage_pct": 16.1,
  "die_h_um": 145,
  "grt_pass1_wl_mm": 25.1,
  "drc": 0,
  "tritoncts": "built",
  "drt_iter0_drc": 354,
  "routed_via_density": 5.43,
  "setup_viol": 0,
  "startpoint_type": "primary input",
  "antenna_left": 0,
  "timing.rr.start": "q[73]$_DFFE_PP_",
  "avgSynthCellArea_um2": 13.0,
  "finalCritPeriodShare_pct": 36.7,
  "cts.hold.buffers_added": 0,
  "synth_top_cell_by_area": "edfxtp_1",
  "place.gp.congestion": 0.792,
  "path_class": "in -> reg",
  "synth.distinct_cells": 14,
  "power_density_nw_per_um2": 91.4,
  "cp.required_ns": 15.98,
  "max_freq_mhz": 171,
  "dp.cells": 878,
  "cellLeakagePower_nw": 2.93,
  "largest-register": "q",
  "tightest_slew_ns": 0.855,
  "fin_cells": 893,
  "maxCapViolCount": 0,
  "diodes": 0,
  "finalMaxSlewViolations": 0,
  "setup_tns_ns": 0,
  "drt-wirelength-per-cell_um": 18.8,
  "top_regs": "q: 100 flops"
}
[metal layers]
layer  up-vias  share of wire, %  track usage [%]
met3        14               7.8             3.65
met2       191                44             22.8
met4         0               1.3             2.05
met5         -                 0                0
li1       2267                 -                -
met1      2378                47             26.5
[report_power, final]
part / switching (mW) / leakage [nW] / internal (mW)
Sequential: 0.0259 / 1.04 / 0.330
Combinational: 0.0519 / 1.73 / 0.118
Clock: 0.0945 / 0.163 / 0.151
[layout make-up]
| type | instances | area [um2] | share of cell area [%] |
|---|---|---|---|
| multi-input cells | 303 | 2680 | 31.8 |
| repair buffers | 210 | 2090 | 24.8 |
| clock buffers | 9 | 225 | 2.67 |
| well taps | 265 | 332 | 3.93 |
| clock inverters | 6 | 104 | 1.23 |
| flip-flops and latches | 100 | 3000 | 35.6 |
[critical path, cell delays in order]
cell and delay [ns]:
buf_2 0.48, buf_4 0.56, nand2b_4 0.32, nand3b_1 0.20
buf_4 0.36, buf_4 0.61
[kinds of logic (layout without fill, tap and decap cells)]
logic type / after synthesis / in the layout / share of synthesized area, %
compound gates: 100 / 100 / 16.4
buf+inv: 66 / 225 / 7.24
flops: 100 / 100 / 49.1
simple gates: 203 / 203 / 27.3
[worst paths after layout]
| path | end | slack (ns) | cells after the start |
|---|---|---|---|
| worst max-delay path | q[83]$_DFFE_PP_ | 10.14 | 6 |
| worst min-delay path | q[61]$_DFFE_PP_ | 0.73 | 2 |
| worst max register to register | q[72]$_DFFE_PP_ | 14.80 | 2 |
| worst min register to register | q[61]$_DFFE_PP_ | 0.73 | 2 |
[per-stage QoR]
step / power [mW] / area, um2 / setup slack [ns] / hold slack (ns)
after floorplan: 0.429 / 6120 / 8.96 / 0.641
after global placement: 0.531 / 8110 / 9.80 / 0.716
after detailed placement: 0.531 / 8110 / 9.74 / 0.705
after CTS: 0.778 / 8440 / 10.12 / 0.741
after global routing: 0.804 / 8440 / 9.91 / 0.781
final: 0.771 / 8440 / 10.14 / 0.730
[synth_stat cells]
cell type and count:
edfxtp_1 100, and2b_1 5, buf_6 14, nand3b_1 1, buf_4 3, nor2b_1 95, buf_2 39, clkbuf_1 2
and4bb_2 2, and4bb_1 5, clkbuf_4 8, a221o_1 100, nor4bb_1 93, nand2b_1 2
Power figures rest on the tool's default switching activity, not on a simulated workload.
